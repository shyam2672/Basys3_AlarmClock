==> design.v <==
module DigitalClock_12hrFormat(
    input clk,        
    input center,     
    input right,      
    input left,       
    input up,         
    input down,       
    input M_00,       
    input M_01,       
    input M_02,       
    input M_03,       
    input M_10,       
    input M_11,       
    input M_12,       
    input H_00,       
    input H_01,       
    input H_02,       
    input H_10,       
    input H_11,       
    output [6:0] seg,  
    output [3:0] an,   
    output AMPM_indicator_led,  
    output clock_mode_indicator_led,
    output Alarm1,   
    output Alarm2,
    output Alarm3,
    output Alarm4,
    output Alarm5,
    input stop      
);
    reg [31:0] counter = 0;         
    parameter max_count = 25_000_000;  
    reg [3:0] H_in1;                
    reg [3:0] H_in0;               
    reg [3:0] M_in1;                    
    reg [3:0] M_in0;                
    always @(*)begin
    H_in1=H_10+H_11*2;
        H_in0=H_00+H_01*2+H_02*4;
        M_in1=M_10+M_11*2+M_12*4;
        M_in0=M_00+M_01*2+M_02*4+M_03*8;
    end
    reg [5:0] hrs,min,sec = 0;     
    reg [3:0] min_ones, min_tens, hrs_ones, hrs_tens = 0;   
    reg toggle = 0;   
    reg x=0;     
assign Alarm1 = x;
assign Alarm2 = x;
assign Alarm3 = x;
assign Alarm4 = x;
assign Alarm5 = x;
always @(*)
begin
if(stop)
x<=0;
if({H_in1,H_in0,M_in1,M_in0}=={hrs_tens,hrs_ones,min_tens,min_ones})
begin
if(stop==0)     
  x<=1;     
  else
  x<=0;
end
end
    reg pm = 0;     
    assign AMPM_indicator_led = pm;    
    reg clock_mode = 0;     
    assign clock_mode_indicator_led = clock_mode;
    seven_segment SSM(clk,min_ones,min_tens,hrs_ones,hrs_tens,seg,an);
    parameter display_time = 1'b0;
    parameter set_time = 1'b1;
    reg current_mode = set_time;    
    always @(posedge clk)
    begin
         case(current_mode)
         display_time:
       begin
          if (center)
          begin
            clock_mode <= 0;
            current_mode <= set_time;
            counter <= 0;
            toggle <= 0;
            sec <= 0;
          end
           if (counter < max_count)
           begin
             counter <= counter + 1;
           end
          else
           begin
               counter <= 0;
               sec <= sec + 1;
           end
        end
         set_time:
         begin
           if (center) begin
           clock_mode <= 1;
           current_mode <= display_time;
           end
           if (counter < (12_500_000)) begin
           counter <= counter + 1;
           end
           else begin
           counter <= 0;
           case (toggle)
           1'b0:
           begin
              if(up) begin
              min <= min + 1;
           end
    if (down) begin
      if (min > 0) begin
    min <= min - 1;
    end
    else if (hrs > 1) begin
    hrs <= hrs - 1;
    min <= 59;
    end else if (hrs == 1) begin
    hrs <=  12;
    min <= 59;
    end
    end
    if (left || right ) begin
     toggle <= 1;
     end
     end
     1'b1 : begin
     if (up) begin
     hrs <= hrs + 1;
     end
     if (down) begin
     if(hrs > 1) begin
     hrs <= hrs - 1;
     end else if (hrs == 1) begin
     hrs <=  12;
     end
     end
     if (right || left ) begin
     toggle <= 0;
     end
     end
     endcase
     end
     end
     endcase
      if (sec >= 60) begin
      sec <= 0;
      min <= min + 1;
      end
      if (min >= 60) begin
      min <= 0;
      hrs <= hrs + 1;
      end
      if (hrs >=  24) begin
      hrs <= 0;
      end
      else begin
      min_ones <= min % 10;
      min_tens <= min / 10;
      if (hrs < 12) begin
      if (hrs == 0) begin
      hrs_ones <= 2;
      hrs_tens <= 1;
      end else begin
      hrs_ones <= hrs % 10;
      hrs_tens <= hrs / 10;
      end
      pm <= 0;
      end else begin
      if (hrs == 12) begin
      hrs_ones <= 2;
      hrs_tens <= 1;
      end else begin
      hrs_ones <= (hrs - 12) % 10;
      hrs_tens <= (hrs - 12) / 10;
      end
      pm <= 1;
      end
      end
      end
      endmodule
module seven_segment(input clk,
input [3:0] min_ones, 
input [3:0] min_tens, 
input [3:0] hrs_ones, 
input [1:0] hrs_tens, 
output reg [6:0] seg,
output reg [3:0] an 
); 
reg [1:0] digit_display=0; 
reg [6:0] display[3:0];    
reg [18:0] counter=0;      
parameter max_count=125_000;
wire [3:0] four_bit [3:0];   
assign four_bit[0]= min_ones;
assign four_bit[1]= min_tens;
assign four_bit[2]= hrs_ones;
assign four_bit[3]= hrs_tens;
always @(posedge clk)begin
    if(counter < max_count)begin
        counter <= counter+1;
    end else begin
        digit_display <= digit_display +1;
        counter<=0;
    end
    case(four_bit[digit_display])
    4'b0000: display[digit_display]<=7'b1000000;
    4'b0001: display[digit_display]<=7'b1111001;
    4'b0010: display[digit_display]<=7'b0100100;
    4'b0011: display[digit_display]<=7'b0110000;
    4'b0100: display[digit_display]<=7'b0011001;
    4'b0101: display[digit_display]<=7'b0010010;
    4'b0110: display[digit_display]<=7'b0000010;
    4'b0111: display[digit_display]<=7'b1111000;
    4'b1000: display[digit_display]<=7'b0000000;
    4'b1001: display[digit_display]<=7'b0011000;
    4'b1010: display[digit_display]<=7'b0001000;
    4'b1011: display[digit_display]<=7'b0000011;
    4'b1100: display[digit_display]<=7'b1000110;
    4'b1101: display[digit_display]<=7'b0100001;
    4'b1110: display[digit_display]<=7'b0000110;
    default: display[digit_display]<=7'b0001110;
    endcase
    case(digit_display)
    0: begin
        an<=4'b1110;
        seg<=display[0];
    end
    1: begin
        an<=4'b1101;
        seg<=display[1];
    end
    2: begin
        an<=4'b1011;
        seg<=display[2];
    end
    3: begin
        an<=4'b0111;
        seg<=display[3];
    end
    endcase
end
endmodule
==> run.sh <==
#!/bin/bash
# OpenROAD 26Q1-2900-gdf79404cd8, Yosys 0.63+post, stock flow scripts
make -C /OpenROAD-flow-scripts/flow DESIGN_CONFIG=/design/flow/config.mk WORK_HOME=/design/flow/orfs finish
==> config.mk <==
export PLATFORM = sky130hd
export DESIGN_NAME = DigitalClock_12hrFormat
export DESIGN_NICKNAME = DigitalClock_12hrFormat
export VERILOG_FILES = /design/flow/design.v
export SDC_FILE = /design/flow/constraint.sdc
export NUM_CORES = 4
export LEC_CHECK = 1
export CORE_UTILIZATION = 50
==> constraint.sdc <==
current_design DigitalClock_12hrFormat

set clk_period 3.1
set clk_io_pct 0.2

create_clock -name clk0 -period $clk_period [get_ports {clk}]

set non_clock_inputs [all_inputs -no_clocks]
set_input_delay [expr $clk_period * $clk_io_pct] -clock clk0 $non_clock_inputs
set_output_delay [expr $clk_period * $clk_io_pct] -clock clk0 [all_outputs]
==> COMMIT_EDITMSG <==
Record implementation results from latest flow run

* Result of the run: finished, final reports clean
- The number of maximum-capacitance violations recorded for the run is 0.
- The last timing report of the flow puts the setup violation total at 0.
- Largest net degree at the start of global routing: 26
- Residual overflow from global routing: 0
- Counting I/O delays and the setup requirement, the final critical path takes 2.86 ns.
- The number of setup buffers added after CTS is 0.
- The timing report shows that the slowest cell on the worst path is dfxtp_1.
- IR analysis of the VDD net gives a maximum drop of 0.568 mV.
* Capturing element type of the critical path: register
- Insertion delay to the later sink of the worst-skew pair: 0.41 ns
- Initial core utilization: 51.7%
- For reference, the final report shows the max-slew violation count at 0.
- Main flop type: dfxtp_1
* Total leakage power: 3.13 nW
- Synth Register Bits: 130
* Class of the most critical setup path: register to register
* Residual DRC: 0
- Worst slack, placed: 0.191 ns
* Number of buffers inserted during clock tree synthesis: 17
- Unrepaired setup endpoints after global routing: no
* Drt via density: 5.69
- Per STA, the worst path accumulates the most delay in the family AND-OR/OR-AND gates.
* Relative area change from synthesis to final layout: 16.9%
- Fin. Hold Viols: 0
- Counting flops with a built-in enable in the synthesized netlist gives 48.
- In this run the remaining antenna-violating nets after routing total 0.
* Count of buffering cells on the critical path with inverters included: 1
- The report lists the power per cell area as 1040 mW/mm².
* Share of Yosys cell area claimed by the top area cell type: 22.4%
- Of the cells placed in the final design, the portion with a size suffix greater than 1 is 9.63%.
- Summed over all failing endpoints, the final setup total negative slack is 0 ns.
* Synth unique cells: 82
- The most critical min-delay path falls under register to register.
* First-pass DRT Iterations: 6
* CP Data Required Time: 3.25 ns
- Clock root buffer: clkbuf_16
* Critical path arrival: 3.02 ns
- Ratio of final minimum period to clock period: 92.4%
- Chip height: 122 µm
- Log Warnings: 41
* Critical-path cell list: ha_1, nor2_1, inv_1, ha_1, nand2b_1, nor2_1, a31oi_2, and3b_1, o21ai_1, a221o_1, a21oi_1, a31oi_1
- Routed len/inst: 14.3 µm
- Boundary pin count: 37
- Vias in the first global route: 5,464
* Clock input transition at the sequential cells of the worst setup and hold paths: 0.06 ns
* Total Die Area: 0.0150 mm²
- Number of unconstrained endpoints: 6
- Summed over all nets, the half-perimeter wirelength after detailed placement is 10,600 µm.
- Share of flip-flops with an asynchronous set or reset: 0%
- The number of register pins that no clock reaches is 1.
* Synthesis Warnings: 3
* Mean area per synthesized cell: 8.78 µm²
- Deepest clock path buffer count: 2
* First-pass GRT wire length: 25,500 µm
- The synthesized netlist was found by Yosys to have 824 cells.
- H-tree depth reported by CTS: 4
* Starting DRC count in detailed routing: 547
- CP max stage delay: 0.40 ns
* Total length of routed wires: 15,200 µm
- Across every metal layer, demand over resource in global routing totals 21.9%.
- Final estimated routing congestion in global placement: 0.937
- By area the synthesized netlist is led by dfxtp_1, edfxtp_1, nor2_1, ha_1, a21oi_1.
* Post-synth design cell area: 0.00724 mm²
- TritonCTS built the clock tree.
- Actual slew at the worst max-slew pin: 0.700 ns
- The region available for standard cell placement spans 0.0140 mm².
- Startpoint class of the critical path: register
- The stat command in Yosys gives a chip area of 0.00724 mm².
* FMAX: 349 MHz
* Number of input and output port buffers inserted: 36
- Number of antenna violations at the first check in global routing: 0
* # rows: 43
- The clock arrives with 0.00721 ns of skew.
* Post-synthesis cell count: 824
- Maximum fanout along the worst path: 9
- For this block, the via count after detailed routing is 6,047.
* Remaining max-slew budget at the tightest pin: 53.2%
- The finished layout reports a core utilization of 60.5%.
- Minimum setup slack in the final design: 0.235 ns
- The final antenna diode tally reported by the flow is 0.
- The synthesized design spends more area on one cell type than any other, namely dfxtp_1.
- Die width: 122 µm
-- routing by layer --
layer	global-route usage, %	wire [µm]	share of wire (%)
met5	0	0	0
met4	2.97	189	1.2
met3	4.84	690	4.5
met2	34.3	7000	46
met1	33.0	7330	48
-- synthesized netlist by cell type (all sizes together), types with 4 or more instances --
cell / count
a211oi: 4
a21oi: 72
a222oi: 9
a31oi: 13
and3: 5
buf: 18
clkbuf: 28
dfxtp: 81
edfxtp: 48
ha: 29
inv: 27
mux2i: 4
nand2: 71
nand2b: 7
nand3: 34
nand4: 10
nor2: 102
nor2b: 5
nor3: 32
nor3b: 4
nor4: 8
o211ai: 6
o21a: 10
o21ai: 52
o22ai: 15
o31a: 4
o31ai: 7
or2: 6
or3: 6
xnor2: 30
xor2: 28
-- layout by cell type, fill, tap and decap left out, types with 13 or more instances in the layout --
master	Yosys	routed
inv_1	25	25
nor2_1	101	101
clkdlybuf4s50_1	0	36
buf_4	4	29
edfxtp_1	48	48
xor2_1	28	28
o22ai_1	14	14
o21ai_0	39	39
clkbuf_16	0	19
ha_1	29	29
o21ai_1	13	13
dfxtp_1	81	81
nand2_1	71	71
nor3_1	29	29
a21oi_1	70	70
xnor2_1	30	30
nand3_1	34	34
-- what timing repair did --
action,in CTS,in global routing
hold buffers,0,0
resized,0,1
endpoints found under the setup margin,0,1
-- kinds of logic (layout without fill, tap and decap cells) --
family | after synthesis | after routing | synth area share [%]
XOR/XNOR | 58 | 58 | 7.02
buffers and inverters | 74 | 125 | 4.43
flip-flops | 129 | 129 | 42.3
latches | 1 | 1 | 0.207
adder cells (fa/ha/maj) | 29 | 29 | 5.01
other | 2 | 10 | 0.104
AND/OR/NAND/NOR | 303 | 303 | 19.9
AND-OR/OR-AND | 221 | 221 | 19.9
multiplexers | 7 | 7 | 1.07
-- power breakdown --
part	total, W	switching (W)	internal [W]
Clock	0.00195	0.000785	0.00117
Combinational	0.00409	0.00237	0.00172
Sequential	0.00276	0.000322	0.00244
-- state kept, by name, summed over array words and instances (netlist names), 2 cells and up --
signal / count
SSM.seg: 7
SSM.display: 28
min_tens: 3
counter: 32
min_ones: 4
hrs_tens: 4
sec: 6
hrs_ones: 4
SSM.counter: 19
SSM.digit_display: 2
hrs: 6
min: 6
SSM.an: 4
-- final cells by class --
type | count | area [µm²]
clock buffer | 20 | 489
clock inverter | 12 | 109
fill | 1176 | 5530
inverter | 28 | 105
multi-input combinational | 628 | 3880
sequential | 130 | 3080
tap | 180 | 225
timing repair buffer | 65 | 578
-- path summary, 6_finish.rpt --
path	from	to	slack, ns	cells after the start
hold / removal	SSM.counter[0]	SSM.counter[0]	0.47	1
setup reg to reg	min[3]	min_ones[3]	0.24	12
setup / recovery	min[3]	min_ones[3]	0.24	12
hold reg to reg	SSM.counter[0]	SSM.counter[0]	0.47	1
-- metrics by stage --
step           cell area [µm²]  std cells  total power (W)  hold WS [ns]
5_1_grt                   8460       1063          0.00945         0.495
6_report                  8460       1063          0.00880         0.473
3_3_place_gp              7860       1031          0.00676         0.444
2_1_floorplan             7270        832          0.00576         0.430
4_1_cts                   8450       1063          0.00882         0.481
3_5_place_dp              7860       1031          0.00682         0.467
No activity file was given, so power comes from the tool's default toggle rates.
